**/design/flow/run.sh**
```bash
#!/bin/bash
# OpenROAD 26Q1-2900-gdf79404cd8, Yosys 0.63+post, stock flow scripts
make -C /OpenROAD-flow-scripts/flow DESIGN_CONFIG=/design/flow/config.mk WORK_HOME=/design/flow/orfs finish
```
**/design/flow/config.mk**
```make
export PLATFORM = sky130hd
export DESIGN_NAME = SPI_Wrapper
export DESIGN_NICKNAME = SPI_Wrapper
export VERILOG_FILES = /design/flow/design.v
export SDC_FILE = /design/flow/constraint.sdc
export NUM_CORES = 4
export LEC_CHECK = 1
export CORE_UTILIZATION = 50
```
**/design/flow/constraint.sdc**
```tcl
current_design SPI_Wrapper

set clk_period 18.4
set clk_io_pct 0.2

create_clock -name clk0 -period $clk_period [get_ports {clk}]

set non_clock_inputs [all_inputs -no_clocks]
set_input_delay [expr $clk_period * $clk_io_pct] -clock clk0 $non_clock_inputs
set_output_delay [expr $clk_period * $clk_io_pct] -clock clk0 [all_outputs]
```
**/design/flow/design.v**
```verilog
module SinglePort_SRAM #(
    parameter MEM_WIDTH = 8,
    parameter MEM_DEPTH = 256,
    parameter ADDR_SIZE = 8
)(
    input clk,
    input rst_n,
    input rx_valid,            
    input [9:0] din,           
    output reg [7:0] dout,     
    output reg tx_valid        
);
    reg [MEM_WIDTH-1:0] mem [0:MEM_DEPTH-1];
    reg [ADDR_SIZE-1:0] address;
    reg [MEM_WIDTH-1:0] data;
    always @(posedge clk or negedge rst_n) begin
        if (!rst_n) begin
            dout     <= 8'b0;
            tx_valid <= 1'b0;
            address  <= {ADDR_SIZE{1'b0}};
            data     <= {MEM_WIDTH{1'b0}};
        end else begin
            if (rx_valid) begin
                case (din[9:8])
                    2'b00: begin
                        address <= din[7:0];  
                    end
                    2'b01: begin
                        data <= din[7:0];
                        mem[address] <= din[7:0];  
                    end
                    2'b10: begin
                        address <= din[7:0];  
                    end
                    2'b11: begin
                        dout <= mem[address];  
                        tx_valid <= 1'b1;
                    end
                    default: tx_valid <= 1'b0; 
                endcase
            end else begin
                tx_valid <= 1'b0;
            end
        end
    end
endmodule
module SPI_Slave(
    input clk,
    input rst_n,
    input MOSI,
    input SS_n,
    input tx_valid,
    input [7:0] tx_data,
    output reg MISO,
    output reg rx_valid,
    output reg [9:0] rx_data
);
    reg [9:0] parallel_data;
    reg [3:0] counter;  
    reg [3:0] read_counter;
    reg CHECK_READ;  
(* fsm_encoding = "gray" *) reg [2:0] current;
    reg [2:0] next;
    reg [7:0] tx_shift_reg;
    reg [3:0] tx_bit_cnt;
    reg start_tx;
    parameter IDLE= 3'b000;
    parameter CHK_CMD = 3'b001;
    parameter WRITE = 3'b010;
    parameter READ_ADD = 3'b011;
    parameter READ_DATA = 3'b100;
    always @(posedge clk or negedge rst_n) begin
        if (!rst_n) begin
            current <= IDLE;
        end else begin
            current <= next;
        end
    end
    always @(*) begin
        case(current) 
            IDLE:
                if(!SS_n)
                    next = CHK_CMD;
                else
                    next = IDLE;
            CHK_CMD:
                if (SS_n)
                    next = IDLE;
                else if(!SS_n && !MOSI)
                    next = WRITE; 
                else if(!SS_n && MOSI) begin
                    if(!CHECK_READ)     
                        next = READ_ADD;
                    else 
                        next = READ_DATA;               
                end
            WRITE:
                if(SS_n)
                    next = IDLE;
                else begin
                    next = WRITE;
                end
            READ_ADD:
                if (SS_n) begin
                    next = IDLE; 
                end else if (!SS_n   ) begin
                    next = READ_ADD; 
                end
            READ_DATA:
                if (SS_n) begin
                    next = IDLE; 
                end else if (!SS_n   ) begin
                    next = READ_DATA;   
                end
        endcase        
    end
    always @(posedge clk or negedge rst_n) begin
        if (!rst_n) begin
            rx_valid      <= 0;
            MISO          <= 0;
            rx_data       <= 0;
            counter       <= 0;
            tx_shift_reg  <= 8'b0;
            tx_bit_cnt    <= 0;
            start_tx      <= 0;
            CHECK_READ    <= 0;
            parallel_data <= 0;
        end else begin
            case(current) 
                IDLE: begin
                    rx_valid      <= 0;
                    rx_data       <= 0;
                    counter       <= 0;
                    tx_bit_cnt    <= 0;
                    start_tx      <= 0;
                    parallel_data <= 0;
                end 
                CHK_CMD: begin
                end
                WRITE: begin
                    parallel_data <= {parallel_data[8:0], MOSI};
                    counter <= counter + 1;
                    if (counter == 10) begin
                        rx_valid <= 1'b1;
                        rx_data <= parallel_data;
                        counter <= 0;
                    end else begin
                        rx_valid <= 1'b0;
                    end
                end 
                READ_ADD: begin 
                    parallel_data <= {parallel_data[8:0], MOSI};
                    counter <= counter + 1;
                    if (counter == 10) begin
                        rx_valid <= 1'b1;
                        rx_data <= parallel_data;
                        counter <= 0;
                        CHECK_READ <= 1;
                    end else begin
                        rx_valid <= 1'b0;
                    end
                end
                READ_DATA: begin
                    parallel_data <= {parallel_data[8:0], MOSI};
                    counter <= counter + 1;
                    if (counter == 10) begin
                        rx_valid <= 1'b1;
                        rx_data  <= parallel_data;
                        counter  <= 0;
                    end else begin
                        rx_valid <= 1'b0;
                    end
                    if (tx_valid) begin
                        tx_shift_reg <= tx_data;
                        start_tx     <= 1;
                    end
                    if (start_tx) begin
                        MISO <= tx_shift_reg[7];
                        tx_shift_reg <= {tx_shift_reg[6:0], 1'b0};  
                        tx_bit_cnt <= tx_bit_cnt + 1;
                        if (tx_bit_cnt == 7) begin
                            tx_bit_cnt <= 0;
                            start_tx   <= 0;
                            CHECK_READ <= 0;
                        end
                    end
                end
                default: rx_valid <= 1'b0;
            endcase
        end
    end
endmodule
module SPI_Wrapper(
    input clk,
    input rst_n,
    input SS_n,
    input MOSI,
    output MISO
);
    wire [7:0] tx_data;
    wire [9:0] rx_data;
    wire tx_valid;
    wire rx_valid;
    SPI_Slave SPI(
        .clk(clk),
        .rst_n(rst_n),
        .SS_n(SS_n),
        .MOSI(MOSI),
        .tx_valid(tx_valid),
        .tx_data(tx_data),
        .MISO(MISO),
        .rx_data(rx_data),
        .rx_valid(rx_valid)
    );
    SinglePort_SRAM #(
        .MEM_WIDTH(8),
        .MEM_DEPTH(256),
        .ADDR_SIZE(8)
    ) RAM (
        .clk(clk),
        .rst_n(rst_n),
        .rx_valid(rx_valid),
        .din(rx_data),
        .dout(tx_data),
        .tx_valid(tx_valid)
    );
endmodule
```
==> results.py <==
# Auto-generated metrics
metrics = {
    "clocking": {
        "cts_setup_buffers": 0,
        "clk-insertion-delay-late_ps": 910,
        "root_buffer": "clkbuf_16",
        "cts_made_buffers": 210,
        "cts_tree": "yes",
        "hold_buffers": 0,
        "path_clk_slew_ps": 60,
        "cts_resized": 0,
        "cts.path.max_buffers": 3,
        "h-tree-depth": 4,
    },
    "critical_path": {
        "path_common_cell": "buf_4",
        "worstPathRequired_ps": 19140,
        "path_max_fanout": 37,
        "slowest_delay_ps": 1780,
        "arrival_ps": 7510,
        "end_kind": "register",
        "cp_cell_sequence": "buf_4 > or4bb_1 > buf_4 > o22ai_1 > nor4_1 > nand4_1 > nor4_1 > buf_4 > a21oi_1",
        "worst-setup-path-type": "reg2reg",
        "slowest_stage": "or4bb_1",
        "critPathLaunchType": "register",
    },
    "sta": {
        "final_max_slew_viol_count": 9,
        "fin_skew_ps": 41.4,
        "hold_viol_final": 0,
        "whs_ps": 506,
        "setup-tns-final_ps": 0,
        "finalSetupViolations": 0,
        "layout_min_cycle_time_ps": 6760,
        "fin_crit_sh_pct": 36.8,
        "max_clock_freq_mhz": 148,
        "worst_pin_slew_ps": 2390,
        "rsz0062_at_grt": "no",
        "untimed_endpoints": 6,
        "slew_headroom_pct": -59.5,
        "fin_ws_ps": 11640,
        "unclocked_pins": 3,
    },
    "logic_synthesis": {
        "netlist_instances": 5206,
        "ys_area_sq_um": 80900,
        "synth.avg_cell_area_sq_um": 15.5,
        "synth_area_sq_um": 80900,
        "yosys.area_share.adder_pct": 0.0464,
        "ys_warn_count": 4,
        "xor_area_share_pct": 0,
        "yosys_cells": 5206,
        "synth_flops": 2111,
        "edf_count": 2048,
        "synth.logic.top_family": "simple AND/OR/NAND/NOR gates",
        "mux_area_share_pct": 0.261,
        "async_flop_share_pct": 2.84,
        "yosysUniqueCellTypes": 63,
        "ys_sh_aoi_pct": 9.33,
        "flop_cell": "edfxtp_1",
        "simple_gate_share_pct": 10.1,
    },
    "detailed_routing": {
        "post_drt_wl_per_cell_um": 67.7,
        "drc": 0,
        "drt_wl_total_mm": 537,
        "antenna_left": 0,
        "vias_per_cell": 8.79,
        "vias": 69800,
        "drt_iter0_markers": 11700,
        "drt-pass1-iter-count": 12,
    },
    "pwr": {
        "total_power_w": 0.00950,
        "vdd_drop_max_uv": 114,
        "p_leak_nw": 28.3,
        "power_density_nw_per_um2": 102,
    },
    "floorplan": {
        "die_w_um": 404,
        "die_area_sq_um": 163000,
        "coreArea_sq_um": 161000,
        "floorplan.core_util_pct": 50.4,
        "rows": 147,
        "ios": 5,
        "die_h_um": 404,
    },
    "layout": {
        "reg_top3": "RAM.mem (2048), SPI.parallel_data (10), SPI.rx_data (10)",
        "largest_register": "RAM.mem",
        "area_growth_pct": 15.0,
        "stdcell_count": 7936,
        "largest_register_ffs": 2048,
        "drive_above_1_share_pct": 15.7,
    },
    "worst_hold_path": {
        "min_path_type": "reg2reg",
    },
    "run": {
        "warnings": 27,
        "drv_cap": 2,
    },
    "place": {
        "dp_slack_ps": 11440,
        "placed_cells": 7400,
        "io_buffers": 4,
        "finalWeightedCongestion": 1.29,
        "hpwl_mm": 370,
    },
    "global_route": {
        "overflow": 0,
        "grt_pass1_vias": 67600,
        "gr-usage-all-layers_pct": 74.1,
        "grt_pass1_wl_mm": 689,
        "antenna_found_initial": 107,
        "grt_max_degree": 88,
    },
    "run_status": {
        "violations": "max-capacitance violations, max-slew violations",
        "status": "finished with violations",
    },
}
==> cells by family (layout without fill, tap and decap cells) <==
| group | after synthesis | in the layout |
|---|---|---|
| flip-flops | 2108 | 2108 |
| AND-OR/OR-AND | 1045 | 1045 |
| multiplexers | 20 | 20 |
| AND/OR/NAND/NOR | 1589 | 1589 |
| other | 0 | 153 |
| adder cells (fa/ha/maj) | 3 | 3 |
| buffers and inverters | 438 | 855 |
| latches | 3 | 3 |
==> where the power goes <==
part / switching (W) / total, W / internal (W)
clock network: 0.00193 / 0.00431 / 0.00238
logic: 0.00000369 / 0.00000444 / 0.000000741
registers: 0.0000000842 / 0.00518 / 0.00518
total: 0.00194 / 0.00950 / 0.00757
==> per-stage QoR <==
stage / util (%) / instance area (sq um)
2_1_floorplan: - / 80900
3_3_place_gp: 53.6 / 86000
3_5_place_dp: 53.6 / 86000
4_1_cts: 57.7 / 92700
5_1_grt: 57.9 / 93000
6_report: 58.0 / 93100
==> layout by cell type, fill, tap and decap left out, drive strengths merged, types with 129 or more instances in the layout <==
master,count
edfxtp,2048
a21oi,129
diode,153
nor2,310
nand2,152
buf,465
nand4,184
nand3,652
o22ai,162
a22oi,444
clkbuf,259
==> path summary, 6_finish.rpt <==
check / startpoint / end / slack (ps) / cells after the start
max in group asynchronous: rst_n / SPI.rx_data[0]$_DFFE_PN0P_ / 14630 / 2
max: RAM.address[0]$_DFFE_PN0P_ / RAM.dout[0]$_DFFE_PN0P_ / 11640 / 9
max reg2reg: RAM.address[0]$_DFFE_PN0P_ / RAM.dout[0]$_DFFE_PN0P_ / 11640 / 9
min in group asynchronous: rst_n / RAM.dout[7]$_DFFE_PN0P_ / 3120 / 2
min: SPI.MISO$_DFFE_PN0P_ / SPI.MISO$_DFFE_PN0P_ / 510 / 1
min reg2reg: SPI.MISO$_DFFE_PN0P_ / SPI.MISO$_DFFE_PN0P_ / 510 / 1
==> cells in the mapped netlist (6+ instances only) <==
| cell | instances | area, sq um |
|---|---|---|
| and4b_1 | 9 | 90.1 |
| nand4_1 | 184 | 1150 |
| dfrtp_1 | 60 | 1500 |
| buf_2 | 144 | 721 |
| buf_4 | 6 | 45.0 |
| a211oi_1 | 10 | 75.1 |
| nor4bb_1 | 9 | 90.1 |
| or4_1 | 30 | 225 |
| and4_1 | 12 | 105 |
| clkbuf_1 | 183 | 687 |
| or4b_2 | 7 | 70.1 |
| and3_1 | 17 | 106 |
| o21ai_0 | 24 | 120 |
| nand4b_1 | 9 | 78.8 |
| a31oi_1 | 26 | 163 |
| a22o_1 | 50 | 438 |
| a222oi_1 | 10 | 100 |
| mux2_2 | 9 | 101 |
| o22ai_1 | 162 | 1010 |
| edfxtp_1 | 2048 | 61500 |
| nand3_1 | 652 | 3260 |
| a221oi_1 | 24 | 210 |
| o2111ai_1 | 6 | 52.6 |
| a22oi_1 | 443 | 3330 |
| nor2_1 | 310 | 1160 |
| buf_1 | 96 | 360 |
| mux2i_1 | 11 | 110 |
| nor3_1 | 76 | 380 |
| a32oi_1 | 115 | 1010 |
| o211ai_1 | 16 | 120 |
| a21oi_1 | 129 | 646 |
| nand2_1 | 152 | 571 |
| a2111oi_0 | 10 | 87.6 |
| nand4bb_1 | 10 | 113 |
| nor4_1 | 81 | 507 |
==> routing by layer <==
metal	up-vias	track usage [%]	wire length (um)
met3	3756	70.5	122000
li1	21900	-	-
met2	10500	82.0	194000
met4	254	65.5	72100
met5	-	63.8	10500
met1	33400	73.7	139000
==> cell type report <==
class / count / area, sq um
clock inverter: 124 / 1170
timing repair buffer: 468 / 3620
clock buffer: 259 / 5500
inverter: 4 / 15.0
multi-input combinational: 2657 / 16600
tap: 2160 / 2700
fill: 12100 / 67500
sequential: 2111 / 63100
antenna: 153 / 383
==> critical path, delay by kind of cell (launching register included) <==
family / cells / cell delay (ps)
simple gates: 4 / 4190
flops: 1 / 340
compound gates: 2 / 480
buf+inv: 3 / 1440
Power figures rest on the tool's default switching activity, not on a simulated workload.
